--- config.mk ---
export PLATFORM = sky130hd
export DESIGN_NAME = demo_filters
export DESIGN_NICKNAME = demo_filters
export VERILOG_FILES = /design/flow/design.v
export SDC_FILE = /design/flow/constraint.sdc
export NUM_CORES = 4
export LEC_CHECK = 1
export CORE_AREA = 10 10 104 104
export DIE_AREA = 0 0 114 114
--- constraint.sdc ---
current_design demo_filters

set clk_period 1.7
set clk_io_pct 0.2

create_clock -name clk0 -period $clk_period [get_ports {clock}]

set non_clock_inputs [all_inputs -no_clocks]
set_input_delay [expr $clk_period * $clk_io_pct] -clock clk0 $non_clock_inputs
set_output_delay [expr $clk_period * $clk_io_pct] -clock clk0 [all_outputs]
--- design.v ---
`timescale 1ns / 1ps
module debouncer #(
	parameter count = 0,
	parameter high_count = count,
	parameter low_count = count
)(
	input enable,
	input in,
	output reg out,
	output reg valid,
	input clock,
	input reset
);
function integer min (
	input integer a, b
);
begin
	min = a < b ? a : b;
end
endfunction
function integer max (
	input integer a, b
);
begin
	max = a > b ? a : b;
end
endfunction
function integer flog2 (
	input integer number
);
integer i;
integer count;
begin
	flog2 = 0;
	for(i = 0; i < 32; i = i + 1)
	begin
		if(number&(1<<i))
			flog2 = i;
	end
end
endfunction
function integer clog2 (
	input integer number
);
integer i;
integer count;
begin
	clog2 = 0;
	count = 0;
	for(i = 0; i < 32; i = i + 1)
	begin
		if(number&(1<<i))
		begin
			clog2 = i;
			count = count + 1;
		end
	end
	if(count > 1)
		clog2 = clog2 + 1;
end
endfunction
function integer mux_sum (
	input integer width, select_width
);
integer i, number;
begin
	mux_sum = 0;
	number = 1;
	for(i = select_width; i > 0 && number <= width; i = i - 1)
	begin
		mux_sum = mux_sum + i*(number);
		number = number * 2;
	end
end
endfunction
reg [1:0] in_reg;
always @(posedge clock)
begin
	in_reg <= {in_reg[0], in};
end
wire rising;
wire falling;
assign rising = ~in_reg[1] & in_reg[0];
assign falling = in_reg[1] & ~in_reg[0];
parameter counter_width =
	max(flog2(high_count - 1) + 1, flog2(low_count - 1) + 1);
reg [counter_width:0] counter;
reg [counter_width-1:0] counter_load;
wire counter_overflow;
assign counter_overflow = counter[counter_width];
always @(rising, falling)
begin
	case({rising, falling})
	'b10:
		counter_load = ~(high_count - 1);
	'b01:
		counter_load = ~(low_count - 1);
	default:
		counter_load = {counter_width{1'bx}};
	endcase
end
always @(posedge clock, posedge reset)
begin
	if(reset)
		counter <= {counter_width{1'b0}};
	else
	begin
		if(rising | falling)
			counter <= { 1'b0, counter_load };
		else if(enable & ~counter_overflow)
			counter <= counter + 1;
	end
end
always @(posedge clock, posedge reset)
begin
	if(reset)
		out <= 1'b0;
	else
	begin
		if(counter_overflow)
			out <= in_reg[1];
	end
end
always @(posedge clock, posedge reset)
begin
	if(reset)
		valid <= 1'b0;
	else
		valid <= counter_overflow;
end
endmodule
`timescale 1ns / 1ps
module demo_filters (
	input in,
	output out,
	output valid_in,
	output valid_out,
	input clock,
	input reset
);
wire usec_tick, msec_tick, interconnect;
pulser #(
	.count(40-1)
) usec_pulser (
	.enable(1'b1),
	.out(usec_tick),
	.clock(clock),
	.reset(reset)
);
pulser #(
	.count(1000)
) msec_pulser (
	.enable(usec_tick),
	.out(msec_tick),
	.clock(clock),
	.reset(reset)
);
debouncer #(
	.high_count(3),
	.low_count(2)
) debouncer (
	.enable(msec_tick),
	.in(in),
	.out(interconnect),
	.valid(valid_in),
	.clock(clock),
	.reset(reset)
);
stretcher #(
	.high_count(10),
	.low_count(5)
) stretcher (
	.enable(msec_tick),
	.in(interconnect),
	.out(out),
	.valid(valid_out),
	.clock(clock),
	.reset(reset)
);
endmodule
`timescale 1ns / 1ps
module pulser #(
	parameter count = 0,
	parameter toggle = 0
) (
	input enable,
	output reg out,
	input clock,
	input reset
);
function integer min (
	input integer a, b
);
begin
	min = a < b ? a : b;
end
endfunction
function integer max (
	input integer a, b
);
begin
	max = a > b ? a : b;
end
endfunction
function integer flog2 (
	input integer number
);
integer i;
integer count;
begin
	flog2 = 0;
	for(i = 0; i < 32; i = i + 1)
	begin
		if(number&(1<<i))
			flog2 = i;
	end
end
endfunction
function integer clog2 (
	input integer number
);
integer i;
integer count;
begin
	clog2 = 0;
	count = 0;
	for(i = 0; i < 32; i = i + 1)
	begin
		if(number&(1<<i))
		begin
			clog2 = i;
			count = count + 1;
		end
	end
	if(count > 1)
		clog2 = clog2 + 1;
end
endfunction
function integer mux_sum (
	input integer width, select_width
);
integer i, number;
begin
	mux_sum = 0;
	number = 1;
	for(i = select_width; i > 0 && number <= width; i = i - 1)
	begin
		mux_sum = mux_sum + i*(number);
		number = number * 2;
	end
end
endfunction
parameter counter_width = flog2(count - 1) + 1;
parameter [counter_width-1:0] counter_load = ~(count - 1);
reg [counter_width:0] counter;
wire counter_overflow;
assign counter_overflow = counter[counter_width];
always @(posedge clock, posedge reset)
begin
	if(reset)
		out <= 1'b0;
	else
	begin
		if(toggle)
			out <= out ^ counter_overflow;
		else
			out <= counter_overflow;
	end
end
always @(posedge clock, posedge reset)
begin
	if(reset)
		counter <= {counter_width{1'b1}};
	else
	begin
		if(counter_overflow)
			counter <= { 1'b0, counter_load };
		else if(enable)
			counter <= counter + 1;
	end
end
endmodule
`timescale 1ns / 1ps
module stretcher #(
	parameter count = 0,
	parameter high_count = count,
	parameter low_count = count
)(
	input enable,
	input in,
	output reg out,
	output reg valid,
	input clock,
	input reset
);
function integer min (
	input integer a, b
);
begin
	min = a < b ? a : b;
end
endfunction
function integer max (
	input integer a, b
);
begin
	max = a > b ? a : b;
end
endfunction
function integer flog2 (
	input integer number
);
integer i;
integer count;
begin
	flog2 = 0;
	for(i = 0; i < 32; i = i + 1)
	begin
		if(number&(1<<i))
			flog2 = i;
	end
end
endfunction
function integer clog2 (
	input integer number
);
integer i;
integer count;
begin
	clog2 = 0;
	count = 0;
	for(i = 0; i < 32; i = i + 1)
	begin
		if(number&(1<<i))
		begin
			clog2 = i;
			count = count + 1;
		end
	end
	if(count > 1)
		clog2 = clog2 + 1;
end
endfunction
function integer mux_sum (
	input integer width, select_width
);
integer i, number;
begin
	mux_sum = 0;
	number = 1;
	for(i = select_width; i > 0 && number <= width; i = i - 1)
	begin
		mux_sum = mux_sum + i*(number);
		number = number * 2;
	end
end
endfunction
wire rising;
wire falling;
assign rising = ~out & in;
assign falling = out & ~in;
parameter counter_width =
	max(flog2(high_count - 1) + 1, flog2(low_count - 1) + 1);
reg [counter_width:0] counter;
reg [counter_width-1:0] counter_load;
wire counter_overflow;
assign counter_overflow = counter[counter_width];
always @(rising, falling)
begin
	case({rising, falling})
	'b10:
		counter_load = ~(high_count - 1);
	'b01:
		counter_load = ~(low_count - 1);
	default:
		counter_load = {counter_width{1'bx}};
	endcase
end
always @(posedge clock, posedge reset)
begin
	if(reset)
		counter <= {counter_width{1'b0}};
	else
	begin
		if(enable & ~counter_overflow)
			counter <= counter + 1;
		else if((rising | falling) & counter_overflow)
			counter <= { 1'b0, counter_load };
	end
end
always @(posedge clock, posedge reset)
begin
	if(reset)
		out <= 1'b0;
	else if(counter_overflow)
		out <= in;
end
always @(posedge clock, posedge reset)
begin
	if(reset)
		valid <= 0;
	else
		valid <= counter_overflow;
end
endmodule
--- run.sh ---
#!/bin/bash
# OpenROAD 26Q1-2900-gdf79404cd8, Yosys 0.63+post, stock flow scripts
make -C /OpenROAD-flow-scripts/flow DESIGN_CONFIG=/design/flow/config.mk WORK_HOME=/design/flow/orfs finish
==> job_summary.md <==
## Implementation flow summary

| Metric | Value |
|---|---|
| Setup crit end kind | `flip-flop` |
| Most frequent cells in the layout | `16 x dfrtp_1, 16 x dfstp_2, 9 x o21ai_0, 9 x a21oi_1, 8 x nand2_1` |
| CP Max Fanout | `7` |
| Hold EP | `debouncer.in_reg[1]` |
| Cts hold-fix bufs | `0` |
| Die Wd | `114 um` |
| Placed instance area | `roughly 0.0017 mm2` |
| Psw | `around 0.31 mW` |
| Worst hold path depth | `0` |
| Hold crit path type | `reg2reg` |
| Max_cap viols | `0` |
| Worst-path clk slew | `approximately 0.070 ns` |
| Yosys cell count | `about 130` |
| Vias in the first global route | `between 900 and 1000` |
| Largest regs | `msec_pulser.counter: 11 flops, usec_pulser.counter: 7 flops, stretcher.counter: 5 flops` |
| Max Freq | `0.6697 GHz` |
| Final period util | `between 80% and 90%` |
| Synth Instances | `between 100 and 150` |
| Clock root buffer | `clkbuf_8` |
| DRT Wirelength | `about 2300 um` |
| DR WL/cell | `between 9 and 10 um` |
| YS chip area | `0.001508 mm2` |
| Die Y-Extent | `114 um` |
| Post-Syn Area | `~0.0015 mm2` |
| Worst Min Path Start | `debouncer.in_reg[0]` |
| Sequential cell area fraction in the yosys report | `57.10%` |
| Antenna-violating nets left | `0` |
| Ports | `6` |
| Crit path DRT | `between 1.5 and 2 ns` |
| Register bit count reported by yosys | `34` |
| Chip area | `roughly 0.013 mm2` |
| Total gr overflow | `0` |
| P_leak | `0.7602 nW` |
| Synth warnings | `4` |
| GPL Wtd Cong | `between 0.7 and 0.8` |
| Core Util at FP | `approximately 17%` |
| Fin. Hold Viols | `0` |
| First-pass GRT wire length | `between 4000 and 5000 um` |
| Worst r2r src | `msec_pulser.counter[2]` |
| CP startpoint kind | `flip-flop` |
| Clk network pwr share | `46.5%` |
| Clock Tree Buf Depth | `2` |
| Vias | `around 950` |
| Final Max Slew Viols | `0` |
| Rows | `34` |
| Comb pwr share | `2.7%` |
| Post-Syn Area per Cell | `~11 um2` |
| Switching Share | `approximately a fifth` |
| First-pass DRT Iterations | `4` |
| Fin crit period | `1.493 ns` |
| Fillcell total | `956` |
| Share of layout cells above drive strength 1 | `between 20% and 30%` |
| Non-filler cells, final | `between 200 and 300` |
| GRT Total Usage | `3.849%` |
| CTS tree | `built` |
| Slew @ Worst Pin | `~0.39 ns` |
| Clk sinks | `34` |
| Status | `complete, no violations` |
| RSZ-0062 raised after global routing | `no` |
| Dpl cells | `approximately 240` |
| TritonCTS Buffers | `5` |
| Fin util | `about a fifth` |
| Largest net degree at the start of global routing | `33` |
| Area Overhead vs Synth | `19.75%` |
| Post-CTS setup buffers | `0` |
| Via density | `roughly 3.8` |
| Part of the power in registers | `between 50% and 60%` |
| Hpwl dp | `1530 um` |
| Synth cell types | `32` |
| DR DRC count | `0` |
| Antenna cells | `0` |
| Iter 0 DRT Violations | `38` |
| Largest register FFs | `11` |
| Power Internal | `about 1.3 mW` |
| OpenROAD warnings | `25` |
| Clock skew | `0.005290 ns` |
| Worst VDD drop | `0.5150 mV` |
| R2r worst-path depth | `3` |
| Setup CP Type | `reg2reg` |
| Largest Register | `msec_pulser.counter` |
| Pwr dens | `~900 mW/mm2` |
| Critical Path AT | `1.70 ns` |
| Worst R2R End | `msec_pulser.counter[9]` |
| # setup viols final | `0` |
| Final setup TNS | `0 ns` |
| Post-CTS Resized | `0` |
| Initial antenna violation count | `0` |
| PortBufs | `5` |
| Post-route cell area | `between 0.0015 and 0.002 mm2` |
| Std-Cell Core Area | `slightly below 0.009 mm2` |
| Reg2reg setup slack | `approximately 0.21 ns` |
| Normalized max-slew margin | `74.04%` |
| H-tree Lvls | `2` |
| Worst-Skew Late Latency | `about 0.28 ns` |
-- synth_stat cells --
cell	count	area [um2]
o31ai_1	1	7.510
nand4_2	1	12.51
a21o_1	2	15.01
a21oi_1	9	45.04
nand4_1	3	18.77
or3_1	3	18.77
a31oi_1	1	6.260
xnor2_1	4	35.03
or3_2	2	15.01
dfrtp_1	16	400.4
xor2_1	5	43.79
nand2_1	8	30.03
nand4b_1	1	8.760
nor4_1	1	6.260
nand3b_1	1	7.510
mux2i_1	5	50.05
nand2b_1	7	43.79
nand4_4	1	21.27
dfxtp_1	2	40.04
nand3_1	5	25.02
o21ai_0	9	45.04
nor2_1	6	22.52
or4_1	1	7.510
clkbuf_1	3	11.26
inv_1	5	18.77
mux2_2	1	11.26
a211oi_1	1	7.510
nor3_1	1	5.000
buf_4	1	7.510
ha_1	6	75.07
dfstp_2	16	420.4
nor2b_1	4	25.02
-- per-layer routing --
layer / GRT usage [%] / share of wire [%]
met1: 5.486 / 52
met2: 5.657 / 42
met3: 1.435 / 4.7
met4: 0.4177 / 1.3
met5: 0 / 0
-- how the worst max path moves through the flow --
stage                                   from  slack [ns]  depth (start not counted)                endpoint
after CTS             msec_pulser.counter[0]        0.21                          4  msec_pulser.counter[6]
after global routing  msec_pulser.counter[2]        0.07                          3  msec_pulser.counter[9]
final                 msec_pulser.counter[2]        0.21                          3  msec_pulser.counter[9]
-- power groups by stage --
stage / clock [mW] / sequential [mW] / combinational (mW)
final: 0.755 / 0.825 / 0.0438
after global routing: 0.817 / 0.826 / 0.0522
after CTS: 0.783 / 0.825 / 0.0462
-- area by class of cell --
class                      instances  area (um2)  area share, %
multi-input combinational         89       609.3          33.75
clock inverter                     1       30.03          1.663
inverter                           5       18.77          1.040
tap                              108       135.1          7.484
timing repair buffer               7       65.06          3.604
clock buffer                       7       86.33          4.782
sequential                        34       860.8          47.68
-- worst max-delay path, stage by stage, from the launching register on --
cell and delay [ns]:
dfstp_2 0.59, nand4_4 0.15, or4_1 0.52, a21oi_1 0.16
-- kinds of logic (layout without fill, tap and decap cells) --
logic type / after synthesis / count (layout) / share of synthesized area [%]
and+or+nand+nor: 45 / 45 / 17.76
DFF: 34 / 34 / 57.10
AOI/OAI and AO/OA: 23 / 23 / 8.382
xor gates and xnor gates: 9 / 9 / 5.228
buffers and inverters: 9 / 20 / 2.490
adders and majority gates: 6 / 6 / 4.979
muxes: 6 / 6 / 4.066
-- through the flow --
| step | power, mW | setup WS, ns | hold slack, ns |
|---|---|---|---|
| floorplan | 0.8681 | 0.2935 | 0.3308 |
| global placement | 0.8819 | 0.2480 | 0.3412 |
| detailed placement | 0.8843 | 0.2290 | 0.3466 |
| CTS | 1.653 | 0.2051 | 0.3591 |
| global route | 1.695 | 0.06955 | 0.3829 |
| finish | 1.624 | 0.2069 | 0.3547 |
No activity file was given, so power comes from the tool's default toggle rates.
