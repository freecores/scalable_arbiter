`./run.sh`:
```
#!/bin/bash
# OpenROAD 26Q1-2900-gdf79404cd8, Yosys 0.63+post, stock flow scripts
make -C /OpenROAD-flow-scripts/flow DESIGN_CONFIG=/design/flow/config.mk WORK_HOME=/design/flow/orfs finish
```
`./config.mk`:
```
export PLATFORM = sky130hd
export DESIGN_NAME = demo_arbiter
export DESIGN_NICKNAME = demo_arbiter
export VERILOG_FILES = /design/flow/design.v
export SDC_FILE = /design/flow/constraint.sdc
export NUM_CORES = 4
export LEC_CHECK = 1
export CORE_UTILIZATION = 50
```
`./constraint.sdc`:
```
current_design demo_arbiter

set clk_period 3.3
set clk_io_pct 0.2

create_clock -name clk0 -period $clk_period [get_ports {clock}]

set non_clock_inputs [all_inputs -no_clocks]
set_input_delay [expr $clk_period * $clk_io_pct] -clock clk0 $non_clock_inputs
set_output_delay [expr $clk_period * $clk_io_pct] -clock clk0 [all_outputs]
```
`./design.v`:
```
`timescale 1ns / 1ps
module arbiter_x2 #(
	parameter width = 0,
	parameter select_width = 1
)(
	input enable,
	input [width-1:0] req,
	output reg [width-1:0] grant,
	output reg [select_width-1:0] select,
	output reg valid,
	input clock,
	input reset
);
function integer min (
	input integer a, b
);
begin
	min = a < b ? a : b;
end
endfunction
function integer max (
	input integer a, b
);
begin
	max = a > b ? a : b;
end
endfunction
function integer flog2 (
	input integer number
);
integer i;
integer count;
begin
	flog2 = 0;
	for(i = 0; i < 32; i = i + 1)
	begin
		if(number&(1<<i))
			flog2 = i;
	end
end
endfunction
function integer clog2 (
	input integer number
);
integer i;
integer count;
begin
	clog2 = 0;
	count = 0;
	for(i = 0; i < 32; i = i + 1)
	begin
		if(number&(1<<i))
		begin
			clog2 = i;
			count = count + 1;
		end
	end
	if(count > 1)
		clog2 = clog2 + 1;
end
endfunction
function integer mux_sum (
	input integer width, select_width
);
integer i, number;
begin
	mux_sum = 0;
	number = 1;
	for(i = select_width; i > 0 && number <= width; i = i - 1)
	begin
		mux_sum = mux_sum + i*(number);
		number = number * 2;
	end
end
endfunction
parameter width1 = 1 << ((clog2(width)/2) + (clog2(width)%2));
parameter select_width1 = clog2(width1);
parameter width0 = width/width1;
parameter select_width0 = clog2(width0);
genvar g;
wire [width-1:0] grant1;
wire [(width0*select_width1)-1:0] select1;
wire [width0-1:0] enable1;
wire [width0-1:0] req0;
wire [width0-1:0] grant0;
wire [select_width0-1:0] select0;
wire valid0;
wire [select_width1-1:0] select_mux[width0-1:0];
assign enable1 = grant0 & req0;
always @(posedge clock, posedge reset)
begin
	if(reset)
	begin
		valid <= 0;
		grant <= 0;
		select <= 0;
	end
	else
	begin
		valid <= valid0;
		grant <= grant1;
		select <= { select0, select_mux[select0] };
	end
end
arbiter #(
	.width(width1),
	.select_width(select_width1)
) stage1_arbs[width0-1:0] (
	.enable(enable1),
	.req(req),
	.grant(grant1),
	.select(select1),
	.valid(req0),
	.clock(clock),
	.reset(reset)
);
arbiter #(
	.width(width0),
	.select_width(select_width0)
) stage0_narb (
	.enable(enable),
	.req(req0),
	.grant(grant0),
	.select(select0),
	.valid(valid0),
	.clock(clock),
	.reset(reset)
);
generate
for(g = 0; g < width0; g = g + 1)
begin: gen_mux
	assign select_mux[g] = select1[((g+1)*select_width1)-1-:select_width1];
end
endgenerate
endmodule
module arbiter #(
	parameter width = 0,
	parameter select_width = 1
)(
	input enable,
	input [width-1:0] req,
	output reg [width-1:0] grant,
	output reg [select_width-1:0] select,
	output reg valid,
	input clock,
	input reset
);
function integer min (
	input integer a, b
);
begin
	min = a < b ? a : b;
end
endfunction
function integer max (
	input integer a, b
);
begin
	max = a > b ? a : b;
end
endfunction
function integer flog2 (
	input integer number
);
integer i;
integer count;
begin
	flog2 = 0;
	for(i = 0; i < 32; i = i + 1)
	begin
		if(number&(1<<i))
			flog2 = i;
	end
end
endfunction
function integer clog2 (
	input integer number
);
integer i;
integer count;
begin
	clog2 = 0;
	count = 0;
	for(i = 0; i < 32; i = i + 1)
	begin
		if(number&(1<<i))
		begin
			clog2 = i;
			count = count + 1;
		end
	end
	if(count > 1)
		clog2 = clog2 + 1;
end
endfunction
function integer mux_sum (
	input integer width, select_width
);
integer i, number;
begin
	mux_sum = 0;
	number = 1;
	for(i = select_width; i > 0 && number <= width; i = i - 1)
	begin
		mux_sum = mux_sum + i*(number);
		number = number * 2;
	end
end
endfunction
genvar g;
wire [2*width-2:0] interconnect_req;
wire [2*width-2:0] interconnect_grant;
wire [width-2:0] interconnect_select;
wire [mux_sum(width,clog2(width))-1:0] interconnect_mux;
assign interconnect_req[2*width-2-:width] = req;
assign interconnect_grant[0] = enable;
assign interconnect_mux[mux_sum(width,clog2(width))-1-:width/2] = interconnect_select[width-2-:width/2];
always @(posedge clock, posedge reset)
begin
	if(reset)
	begin
		valid <= 0;
		grant <= 0;
		select <= 0;
	end
	else
	begin
		valid <= interconnect_req[0];
		grant <= interconnect_grant[2*width-2-:width];
		select <= interconnect_mux[clog2(width)-1:0];
	end
end
generate
for(g = width; g >= 2; g = g / 2)
begin: gen_arb
	arbiter_node nodes[(g/2)-1:0] (
		.enable(interconnect_grant[g-2-:g/2]),
		.req(interconnect_req[2*g-2-:g]),
		.grant(interconnect_grant[2*g-2-:g]),
		.select(interconnect_select[g-2-:g/2]),
		.valid(interconnect_req[g-2-:g/2]),
		.clock(clock),
		.reset(reset)
	);
end
endgenerate
generate
for(g = width/2; g >= 2; g = g / 2)
begin: gen_mux
	mux_array #(
		.width(g/2)
	) mux_array[clog2(width/g)-1:0] (
		.in(interconnect_mux[mux_sum(g,clog2(width))-1-:clog2(width/g)*g]),
		.select(interconnect_select[g-2-:g/2]),
		.out(interconnect_mux[mux_sum(g/2,clog2(width))-(g/2)-1-:clog2(width/g)*g/2])
	);
	assign interconnect_mux[mux_sum(g/2,clog2(width))-1-:g/2] = interconnect_select[g-2-:g/2];
end
endgenerate
endmodule
module mux_array #(
	parameter width = 0
)(
	input [(2*width)-1:0] in,
	input [width-1:0] select,
	output [width-1:0] out
);
mux_node nodes[width-1:0] (
	.in(in),
	.select(select),
	.out(out)
	);
endmodule
module mux_node (
	input [1:0] in,
	input select,
	output out
);
assign out = select ?  in[1] : in[0];
endmodule
module arbiter_node (
	input enable,
	input [1:0] req,
	output [1:0] grant,
	output select,
	output valid,
	input clock,
	input reset
);
reg grant_state;
wire next_state;
assign grant[0] = req[0] & ~grant_state & enable;
assign grant[1] = req[1] & grant_state & enable;
assign select = grant_state;
assign valid = (req[0] & ~grant_state) | req[1];
assign next_state = (req[1] & ~req[0]) | (req[1] & grant_state);
always @(posedge clock, posedge reset)
begin
	if(reset)
		grant_state <= 0;
	else
		grant_state <= next_state;
end
endmodule
module demo_arbiter (
	input enable_in,
	input enable_out,
	input load,
	input [8-1:0] port_in,
	output [8-1:0] port_out,
	output [8-1:0] select,
	output valid,
	input clock,
	input reset
);
wire [256-1:0] req, grant;
shifter #(
	.depth(256/8),
	.width(8)
) in_shifter (
	.enable(enable_in),
	.load(1'b0),
	.parallel_in({256{1'bx}}),
	.serial_in(port_in),
	.parallel_out(req),
	.serial_out(),
	.clock(clock)
);
arbiter #(
	.width(256),
	.select_width(8)
) arbiter (
	.enable(1'b1),
	.req(req),
	.grant(grant),
	.select(select),
	.valid(valid),
	.clock(clock),
	.reset(reset)
);
shifter #(
	.depth(256/8),
	.width(8)
) out_shifter (
	.enable(enable_out),
	.load(load),
	.parallel_in(grant),
	.serial_in({8{1'bx}}),
	.parallel_out(),
	.serial_out(port_out),
	.clock(clock)
);
endmodule
`timescale 1ns / 1ps
module shifter #(
	parameter depth = 0,
	parameter width = 0
)(
	input enable,
	input load,
	input [(depth*width)-1:0] parallel_in,
	input [width-1:0] serial_in,
	output [(depth*width)-1:0] parallel_out,
	output [width-1:0] serial_out,
	input clock
);
reg [(depth*width)-1:0] internal;
assign parallel_out = internal;
assign serial_out = internal[width-1:0];
integer i;
always @(posedge clock)
begin
	if(enable)
	begin
		internal[(depth*width)-1-:width] <= load
			? parallel_in[(depth*width)-1-:width]
			: serial_in;
		for(i = depth - 1; i > 0; i = i - 1)
			internal[(i*width)-1-:width] <= load
				? parallel_in[(i*width)-1-:width]
				: internal[((i+1)*width)-1-:width];
	end
end
endmodule
```
==> reports/summary.txt <==
Overall Global Routing Usage: 0.2234
DR WL/cell: 19.37 µm
origin of the critical flop-to-flop path: in_shifter.internal[244]
clock sink count: 1032
critical path class: flop to flop
critical-path cell list: nand2b_1 -> a21oi_1 -> nor3_1 -> a21oi_1 -> nand2b_1 -> nor3_1 -> nand3_1
number of enable flip-flop cells: 512
Post-CTS Setup Bufs: 0
Core Rows: 104
share of layout cells above drive strength 1: 0.1464
worst hold path class: flop to flop
Ports: 30
Fin Setup TNS: 0 ns
critical path data required time: 3.80 ns
1st-iter DRT viols: 1522
Tightest Pin Transition: 0.7872 ns
Crit-path slowest cell: nor3_1
Synth Instances: 2987
routed vias: 22920
clk_skew: 0.02670 ns
die area: 0.08270 mm²
Final Max Tran Viols: 0
Clock transition at path regs: 0.06 ns
Synth Area per Inst: 13.65 µm²
hold path start: arbiter.grant[252]
OpenROAD warnings: 29
global placement routability congestion: 0.9099
RSZ-0062 raised after global routing: false
yosys stat cell total: 2987
power per standard cell area: 672.5 mW/mm²
Synth Seq Share: 0.6962
GRT Residual Overflow: 0
Final Hold Fails: 0
Yosys Warn Count: 3
VDD IR-drop max: 0.5202 mV
startpoint types: flop
CP max stage delay: 0.70 ns
final setup violation count: 0
DRC violations left: 0
Clock Path Buffers: 3
largest net degree at the start of global routing: 105
CP max FO: 6
crit end category: flop
max-cap violations: 0
r2r setup slk: 0.70 ns
DRT antenna net count: 0
initial antenna violation count: 2
floorplan utilization: 0.5062
Dominant flop cell: dfrtp_1
leak pwr: 0.01874 µW
Worst slew margin: 0.4712
Area Overhead vs Synth: 12.49%
global-route wire length before repair: 132.5 mm
total power: 30850 µW
hold slack final: 0.4168 ns
hold buffers post-CTS: 0
Fill cells: 6194
Insertion Delay late pin: 0.67 ns
flops out of synthesis: 1032
CTS tree: done
drt pass-1 iters: 5
CP startpoint: in_shifter.internal[244]
n_diodes: 0
post-CTS sizing: 0
CTS Buf Count: 105
Top delay family on crit path: simple AND/OR/NAND/NOR gates
Avg Vias per Cell: 5.437
Die Width: 287.6 µm
Async SR Flop Fraction: 0.5039
Logic area: 0.01172 mm²
biggest area cells: edfxtp_1, dfrtp_1, mux2_2
drt total wl: 81.63 mm
Storage cell area: 0.02839 mm²
top cells by count, synth: dfrtp_1, edfxtp_1, nor2_1
Area leader share: 0.3771
Min Clock Period, post-route: 2.599 ns
H-tree depth: 3
status: finished clean
# port buffers: 29
Max Clk Rate: 384.8 MHz
worst path bufs/invs: 0
Yosys top cell by area: edfxtp_1
DP Worst Slack: 0.7961 ns
post-layout period usage: 0.7875
core box area: 0.08055 mm²
die height: 287.6 µm
Chip Area, Yosys: 0.04078 mm²
Unique cell types: 61
Mapped Area: 0.04078 mm²
hpwl dp: 54.99 mm
final setup margin: 0.7012 ns
CTS Root Buffer Type: clkbuf_16
vias in the first global route: 23870
critical path depth: 7
Reg2Reg Capture Point: arbiter.valid
CP arrival: 3.10 ns
Reg2Reg Depth: 7
most frequent cell after synthesis: dfrtp_1
CP endpoint: arbiter.valid
metrics by stage:
step	instance area (µm²)	std cells	util
detailed placement	42430	4016	0.5268
CTS	45870	4215	0.5695
global route	45870	4215	0.5695
global placement	42430	4016	0.5268
finish	45870	4215	0.5695
floorplan	40780	2987	-
where the power goes:
part / internal [µW] / total [µW] / switching, µW / leakage [µW]
registers: 14500 / 15700 / 1230 / 0.0120
clock network: 6790 / 11700 / 4900 / 0.00167
logic: 1430 / 3440 / 2020 / 0.00510
total: 22700 / 30800 / 8150 / 0.0187
how the worst min path moves through the flow:
stage	endpoint	slack, ns	depth (start not counted)
finish	out_shifter.internal[252]	0.42	0
CTS	out_shifter.internal[252]	0.42	0
global route	out_shifter.internal[252]	0.43	0
registers in the layout, summed over array words and instances (netlist names):
register and cells:
arbiter.gen_arb.nodes.grant_state 255, in_shifter.internal 256, arbiter.valid 1, arbiter.grant 256, arbiter.select 8, out_shifter.internal 256
logic make-up after synthesis:
logic type	synth area share
and+or+nand+nor	0.1491
AOI/OAI and AO/OA	0.05376
buffers and inverters	0.01642
DFF	0.6962
muxes	0.08451
layout make-up:
type,count,area share
sequential,1032,0.6189
multi-input combinational,1787,0.2555
clock buffer,147,0.06312
tap,1060,0.02892
timing repair buffer,61,0.01544
clock inverter,52,0.01184
inverter,76,0.006301
metal layers:
layer,vias to the layer above,track usage,wire (µm)
met5,-,0,11
met4,2,0.04388,1873
met3,130,0.07001,6162
met2,562,0.3133,36890
met1,11310,0.3832,36690
li1,10910,-,-
cells in the final DEF, fill, tap and decap left out, drive strengths merged, types with 9 or more instances in the layout:
| cell type | count |
|---|---|
| o21ai | 28 |
| and3 | 31 |
| clkdlybuf4s50 | 26 |
| nor3b | 9 |
| and4 | 24 |
| clkinv | 34 |
| nor4 | 44 |
| a21oi | 105 |
| mux2 | 258 |
| nor2b | 193 |
| buf | 35 |
| nand2b | 119 |
| o211ai | 11 |
| edfxtp | 512 |
| inv | 81 |
| nor3 | 97 |
| a21o | 13 |
| dfrtp | 520 |
| a211o | 9 |
| nand3 | 41 |
| clkbuf | 147 |
| and2 | 103 |
| nor4b | 9 |
| o21bai | 33 |
| nor2 | 267 |
| mux2i | 54 |
| nand4 | 11 |
| a211oi | 75 |
| o21a | 9 |
| nand2 | 178 |
No activity file was given, so power comes from the tool's default toggle rates.
